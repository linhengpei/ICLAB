==> flow/design.v <==
module BRIDGE(
           clk,
           rst_n,
           in_valid,
           direction,
           addr_dram,
           addr_sd,
           out_valid,
           out_data,
           AR_VALID, AR_ADDR, R_READY, AW_VALID, AW_ADDR, W_VALID, W_DATA, B_READY,
           AR_READY, R_VALID, R_RESP, R_DATA, AW_READY, W_READY, B_VALID, B_RESP,
           MISO,
           MOSI
       );
input clk, rst_n;
input in_valid;
input direction;
input [12:0] addr_dram;
input [15:0] addr_sd;
output reg out_valid;
output reg [7:0] out_data;
output reg [31:0] AW_ADDR;
output reg AW_VALID;
input AW_READY;
output reg W_VALID;
output reg [63:0] W_DATA;
input W_READY;
input B_VALID;
input [1:0] B_RESP;
output reg B_READY;
output reg [31:0] AR_ADDR;
output reg AR_VALID;
input AR_READY;
input [63:0] R_DATA;
input R_VALID;
input [1:0] R_RESP;
output reg R_READY;
input MISO;
output reg MOSI;
reg [31:0]counter;
reg dir;
reg [31:0] addr_d;
reg [31:0] addr_s;
reg [63:0] data;
reg [47:0] Write_command_sd;
reg [87:0] Write_data_sd;
reg [47:0] Read_command_sd;
reg [87:0] Read_data_sd;
wire [39:0] CRC7_input;
assign CRC7_input = (dir == 1 ) ? {2'b01,6'b010001,addr_s} : {2'b01,6'b011000,addr_s};
reg [4:0] c_state;
parameter Load           = 5'd0,
          Read_dram1     = 5'd1,
          Read_dram2     = 5'd2,
          W_prepare        = 5'd3,
          Write_sd1      = 5'd4,
          Write_respond1 = 5'd5,
          Write_respond2 = 5'd6,
          Wait_8_clk     = 5'd7,
          Write_sd2      = 5'd8,
          Wait_respond   = 5'd9,
          Data_respond   = 5'd10,
          Wait_out       = 5'd11,
          R_prepare      = 5'd12,
          Read_sd1       = 5'd13,
          Read_respond1  = 5'd14,
          Read_respond2  = 5'd15,
          Wait_data      = 5'd16,
          Read_sd2       = 5'd17,
          Read_sd3       = 5'd18,
          Write_dram1    = 5'd19,
          Write_dram2    = 5'd20,
          Write_dram3    = 5'd21,
          Out            = 5'd22;
always@(posedge clk or negedge rst_n) begin
    if(!rst_n) begin
        out_valid <= 0;
        out_data <= 0 ;  
        AW_ADDR <= 0;
        AW_VALID <= 0;
        W_VALID <= 0;
        W_DATA <= 0;
        B_READY <= 0;
        AR_ADDR <= 0;
        AR_VALID <= 0;
        R_READY <= 0;
        MOSI <= 1;
        counter <= 0;
        c_state <= Load;
    end
    else begin
        case(c_state)
            Load : begin
                counter <= 0;
                if(in_valid) begin
                    dir <= direction;
                    addr_d <= addr_dram;
                    addr_s <= addr_sd;
                    if(direction == 1)
                        c_state <= R_prepare ;  
                    else
                        c_state <= Read_dram1;  
                end
            end
            Read_dram1 : begin
                if(AR_READY  == 0) begin
                    AR_ADDR <= addr_d ;
                    AR_VALID <= 1;
                end
                else begin   
                    AR_ADDR <= 0 ;
                    AR_VALID <= 0;
                    R_READY <= 1;
                    c_state <=  Read_dram2;
                end
            end
            Read_dram2 : begin
                if(R_VALID == 0) begin
                    R_READY <= 1;
                end
                else begin
                    R_READY <= 0;
                    data <= R_DATA;
                    c_state <=  W_prepare;
                end
            end
            W_prepare : begin
                counter <= 47;
                Write_command_sd <= { 2'b01 , 6'b011000 , addr_s , CRC7(CRC7_input) , 1'b1};
                c_state <=  Write_sd1;
            end
            Write_sd1 : begin
                MOSI <= Write_command_sd[counter];
                counter <= counter - 1;
                if(counter == 0) begin
                    c_state <=   Write_respond1 ;
                    counter <= 0;
                end
            end
            Write_respond1 : begin
                if(MISO == 0)
                    c_state <= Write_respond2 ;
            end
            Write_respond2 : begin
                if(MISO == 1)
                    c_state <= Wait_8_clk ;
            end
            Wait_8_clk : begin
                counter <= counter + 1;
                Write_data_sd <= {8'hFE,data,CRC16_CCITT(data)};
                if(counter == 13) begin
                    counter <= 87;
                    c_state <=  Write_sd2;
                end
            end
            Write_sd2 : begin  
                MOSI <= Write_data_sd[counter];
                counter <= counter - 1;
                if(counter == 0) begin
                    c_state <=  Wait_respond;
                    counter <= 0;
                end
            end
            Wait_respond : begin
                MOSI <= 1;
                if(MISO == 0) begin
                    c_state <= Data_respond;
                    counter <= 1;
                end
            end
            Data_respond : begin
                counter <= counter + 1;
                if(counter == 8) begin
                    counter <= 0;
                    c_state <= Wait_out;
                end
            end
            Wait_out : begin
                if(MISO == 1) begin
                    c_state <= Out;
                end
            end
            R_prepare: begin
                counter <= 47;
                Read_command_sd <= { 2'b01 , 6'b010001 , addr_s , CRC7(CRC7_input) , 1'b1};
                c_state <= Read_sd1;
            end
            Read_sd1: begin
                MOSI <= Read_command_sd[counter];
                counter <= counter - 1;
                if(counter == 0) begin
                    c_state <=   Read_respond1 ;
                    counter <= 0;
                end
            end
            Read_respond1 : begin
                if(MISO == 0)
                    c_state <=  Read_respond2 ;
            end
            Read_respond2 : begin 
                if(MISO == 1) begin
                    c_state <= Wait_data ;
                end
            end
            Wait_data : begin
                counter <= 79;
                Read_data_sd[87:80] <= 8'hFE;
                if(MISO == 0) begin
                    c_state <= Read_sd2 ;
                end
            end
            Read_sd2: begin
                counter <= counter - 1;
                Read_data_sd[counter] <= MISO;
                if(counter == 0) begin
                    c_state <=   Write_dram1 ;
                    counter <= 0;
                end
            end
            Write_dram1: begin  
                if(AW_READY == 0) begin
                    AW_ADDR <= addr_d;
                    AW_VALID <= 1;
                end
                else begin
                    AW_ADDR <= 0;
                    AW_VALID <= 0;
                    W_DATA <=  Read_data_sd[79:16];
                    W_VALID <= 1;
                    data <= Read_data_sd[79:16];
                    c_state <= Write_dram2;
                end
            end
            Write_dram2: begin  
                if(W_READY == 1) begin
                    B_READY <= 1;
                    W_DATA <= 0;
                    W_VALID <= 0;
                    c_state <= Write_dram3;
                end
            end
            Write_dram3: begin  
                if(B_VALID == 1) begin
                    B_READY <= 0;
                    c_state <= Out;
                end
            end
            Out: begin
                out_data <= data[63:56];
                data <= {data[55:0] , 8'b0};
                if(counter != 8) begin
                    out_valid <= 1 ;
                    counter <= counter + 1;
                end
                else begin
                    out_valid <= 1'b0;
                    c_state <= Load;
                end
            end
        endcase
    end
end
function automatic [6:0] CRC7;   
    input [39:0] data;   
    reg [6:0] crc;
    integer i;
    reg data_in, data_out;
    parameter polynomial = 7'h9;   
    begin
        crc = 7'd0;
        for (i = 0; i < 40; i = i + 1) begin
            data_in = data[39-i];
            data_out = crc[6];
            crc = crc << 1;   
            if (data_in ^ data_out) begin
                crc = crc ^ polynomial;
            end
        end
        CRC7 = crc;
    end
endfunction
function automatic [15:0] CRC16_CCITT;   
    input [63:0] data;   
    reg [15:0] crc;      
    integer i;
    reg data_in, data_out;
    parameter polynomial = 16'h1021;   
    begin
        crc = 16'd0;
        for (i = 0; i < 64; i = i + 1) begin
            data_in = data[63-i];
            data_out = crc[15];
            crc = crc << 1;   
            if (data_in ^ data_out) begin
                crc = crc ^ polynomial;
            end
        end
        CRC16_CCITT = crc;
    end
endfunction
endmodule
==> flow/run.sh <==
#!/bin/bash
# OpenROAD 26Q1-2900-gdf79404cd8, Yosys 0.63+post, stock flow scripts
make -C /OpenROAD-flow-scripts/flow DESIGN_CONFIG=/design/flow/config.mk WORK_HOME=/design/flow/orfs finish
==> flow/config.mk <==
export PLATFORM = sky130hd
export DESIGN_NAME = BRIDGE
export DESIGN_NICKNAME = BRIDGE
export VERILOG_FILES = /design/flow/design.v
export SDC_FILE = /design/flow/constraint.sdc
export NUM_CORES = 4
export LEC_CHECK = 1
export CORE_UTILIZATION = 40
==> flow/constraint.sdc <==
current_design BRIDGE

set clk_period 10.8
set clk_io_pct 0.2

create_clock -name clk0 -period $clk_period [get_ports {clk}]

set non_clock_inputs [all_inputs -no_clocks]
set_input_delay [expr $clk_period * $clk_io_pct] -clock clk0 $non_clock_inputs
set_output_delay [expr $clk_period * $clk_io_pct] -clock clk0 [all_outputs]
==> run_summary.xml <==
<?xml version="1.0" encoding="UTF-8"?>
<metrics>
  <group name="run_status">
    <metric name="run_status" unit="">completed</metric>
  </group>
  <group name="clock_tree">
    <metric name="cts_post_setup_buffers_inserted" unit="">0</metric>
    <metric name="tritoncts" unit="">yes</metric>
    <metric name="clk_transition_reported_paths" unit="ps">60</metric>
    <metric name="post_cts_hold_buffer_count" unit="">0</metric>
    <metric name="numCtsBuffers" unit="">48</metric>
    <metric name="clock_sinks" unit="">443</metric>
    <metric name="cts-root-buf" unit="">clkbuf_16</metric>
    <metric name="clk_latency" unit="ps">590</metric>
    <metric name="ctsResizeCount" unit="">0</metric>
    <metric name="cts-root-to-sink-buffers" unit="">3</metric>
    <metric name="htree_levels" unit="">2</metric>
  </group>
  <group name="synthesis">
    <metric name="netlist.top_cell.by_area" unit="">edfxtp_1</metric>
    <metric name="syn_area" unit="sq um">23000</metric>
    <metric name="synthFlopType" unit="">edfxtp_1</metric>
    <metric name="numSynthFlops" unit="">443</metric>
    <metric name="synth.area.top_cells" unit="">edfxtp_1 37%, dfrtp_1 17%, xnor2_1 4.9%</metric>
    <metric name="syn-instance-count" unit="">1998</metric>
    <metric name="synth.lib_cells_used.distinct" unit="">81</metric>
    <metric name="edf_count" unit="">284</metric>
    <metric name="synthDominantCellAreaShare" unit="">0.371</metric>
    <metric name="synthesis_area_per_yosys" unit="sq um">23000</metric>
    <metric name="post_synth_most_frequent_cells" unit="">284 x edfxtp_1, 248 x nand2_1, 157 x dfrtp_1, 131 x clkbuf_1, 128 x xnor2_1</metric>
    <metric name="synth_stat.cells" unit="">1998</metric>
    <metric name="post_synth.cell_area_avg" unit="sq um">11.5</metric>
    <metric name="most_common_cell" unit="">edfxtp_1</metric>
    <metric name="synth_seq_share" unit="">0.545</metric>
    <metric name="yosys_warnings" unit="">1</metric>
    <metric name="async_flop_share" unit="">0.359</metric>
  </group>
  <group name="setup_path">
    <metric name="timing.reg2reg.worst_path_depth" unit="">12</metric>
    <metric name="cp_data_arrival_time" unit="ps">6050</metric>
    <metric name="regToRegEndpoint" unit="">Read_data_sd[40]</metric>
    <metric name="critPathKind" unit="">reg2reg</metric>
    <metric name="critical_path.endpoint_type" unit="">register</metric>
    <metric name="critical_path_required" unit="ps">11140</metric>
    <metric name="setup.worst_path.start_class" unit="">register</metric>
    <metric name="worstPathMaxFanout" unit="">38</metric>
    <metric name="reg2reg_slack" unit="ps">5090</metric>
    <metric name="reg2reg_from" unit="">counter[1]</metric>
  </group>
  <group name="timing">
    <metric name="max_clock_freq" unit="GHz">0.175</metric>
    <metric name="final.period_utilization" unit="">0.529</metric>
    <metric name="fin_worst_skew" unit="ps">20.6</metric>
    <metric name="setup_slack" unit="ps">5090</metric>
    <metric name="unrepaired_setup_endpoints_after_global_routing" unit="">no</metric>
    <metric name="tightestPinTransition" unit="ps">943</metric>
    <metric name="relSlewSlack" unit="">0.369</metric>
    <metric name="finalSetupViolations" unit="">0</metric>
    <metric name="final-hold-violation-count" unit="">0</metric>
    <metric name="min_cycle_time_layout" unit="ps">5710</metric>
    <metric name="final_max_slew_viol_count" unit="">0</metric>
    <metric name="tns" unit="ps">0</metric>
  </group>
  <group name="routing">
    <metric name="postRouteAntennaNets" unit="">0</metric>
    <metric name="drt_first_pass_iters" unit="">7</metric>
    <metric name="diodes" unit="">0</metric>
    <metric name="detail_route.wl_per_cell" unit="microns">22.8</metric>
    <metric name="routed_wl" unit="microns">67200</metric>
    <metric name="drcViolationCount" unit="">0</metric>
    <metric name="avgViaCountPerCell" unit="">5.70</metric>
    <metric name="drt_first_iter_violations" unit="">1330</metric>
    <metric name="routed-via-count" unit="">16800</metric>
  </group>
  <group name="global_route">
    <metric name="grt_first_pass_wirelength" unit="microns">103000</metric>
    <metric name="pin_count_of_the_biggest_net_entering_global_routing" unit="">65</metric>
    <metric name="antenna_found_initial" unit="">0</metric>
    <metric name="first_global_vias" unit="">16700</metric>
    <metric name="grt-ovfl-total" unit="">0</metric>
    <metric name="grtUsageTotal" unit="">0.243</metric>
  </group>
  <group name="placement">
    <metric name="post-place-ws" unit="ps">5030</metric>
    <metric name="dp_hpwl" unit="microns">45900</metric>
    <metric name="finalWeightedCongestion" unit="">0.945</metric>
    <metric name="number_of_buffers_added_on_ports" unit="">207</metric>
    <metric name="placedInstanceArea" unit="sq um">25700</metric>
    <metric name="placedCellCount" unit="">2856</metric>
  </group>
  <group name="floorplan">
    <metric name="design.portCount" unit="">250</metric>
    <metric name="fp.dieArea" unit="sq um">58400</metric>
    <metric name="row_count" unit="">87</metric>
    <metric name="die_w" unit="microns">242</metric>
    <metric name="initial_utilization" unit="">0.406</metric>
    <metric name="die_height" unit="microns">242</metric>
    <metric name="coreArea" unit="sq um">56600</metric>
  </group>
  <group name="final_layout">
    <metric name="layout-drive-gt1-share" unit="">0.100</metric>
    <metric name="finalInstanceArea" unit="sq um">27400</metric>
    <metric name="post_route_non_filler_standard_cell_count" unit="">2946</metric>
    <metric name="syn_to_final_growth" unit="%">19.2</metric>
  </group>
  <group name="run">
    <metric name="maxCapViolCount" unit="">0</metric>
    <metric name="openroad.warnings" unit="">32</metric>
  </group>
  <group name="power_and_ir_drop">
    <metric name="power_leakage" unit="nW">10.2</metric>
    <metric name="cellPowerDensity" unit="nW/um^2">307</metric>
    <metric name="peakVddDrop" unit="mV">0.672</metric>
  </group>
  <group name="hold_path">
    <metric name="worstHoldStart" unit="">c_state[8]</metric>
    <metric name="min_path_cells" unit="">2</metric>
    <metric name="holdPathEnd" unit="">c_state[20]</metric>
    <metric name="min-delay-path-class" unit="">reg2reg</metric>
  </group>
</metrics>
where the power goes:
part           switching [mW]  leakage, nW  internal (mW)
Combinational            2.03         4.73           2.08
Clock                   0.711        0.835           1.08
Sequential              0.146         4.68           2.36
Total                    2.88         10.2           5.52
cells in the final DEF (no fill, tap or decap), drive strengths merged, types with 38 or more instances in the layout:
cell,instances
xnor2,138
a22oi,73
o21ai,122
mux2,40
nand2,248
inv,53
buf,46
xor2,38
conb,38
a22o,83
clkbuf,64
edfxtp,284
nand3,58
clkdlybuf4s50,206
dfrtp,157
nor2,81
a21oi,39
stage by stage:
stage	utilization	hold slack (ps)	total power, mW
after detailed placement	0.453	462	6.67
final	0.484	474	8.40
after global routing	0.484	512	8.87
after global placement	0.453	464	6.64
after CTS	0.484	476	8.48
after floorplan	-	421	5.75
per-layer routing:
metal  global-route usage  wire length [microns]  up-vias
li1                     -                      -     7644
met1                0.373                  28100     8307
met2                0.357                  31200      717
met3               0.0755                   6040      115
met4               0.0551                   1840        2
met5              0.00980                     44        -
critical path: stages, from the launching register on:
cell and delay [ps]:
dfrtp_1 360, buf_4 300, inv_1 360, ha_1 500, or3b_2 640, nor2_1 640
o22ai_1 140, a2111oi_0 620, o211a_1 260, buf_4 350, nand4b_1 490, nor4_1 390
mux2_2 370
sequential cells by signal, indices dropped and copies added, names as in the netlist:
| name | flops |
|---|---|
| Write_data_sd | 80 |
| Read_data_sd | 64 |
| W_DATA | 64 |
| data | 64 |
| counter | 32 |
| Read_command_sd | 23 |
| Write_command_sd | 23 |
| c_state | 22 |
| addr_s | 16 |
| AR_ADDR | 13 |
| AW_ADDR | 13 |
| addr_d | 13 |
| out_data | 8 |
| AR_VALID | 1 |
| AW_VALID | 1 |
| B_READY | 1 |
| MOSI | 1 |
| R_READY | 1 |
| W_VALID | 1 |
| dir | 1 |
| out_valid | 1 |
how the worst max path moves through the flow:
stage	cells past startpoint	startpoint	slack, ps	endpoint
CTS	12	counter[1]	5040	Read_data_sd[40]
global route	12	counter[1]	4680	Read_data_sd[40]
finish	12	counter[1]	5090	Read_data_sd[40]
cell families (layout without fill, tap and decap cells):
family / Yosys count / in the layout / synth area share
muxes: 59 / 59 / 0.0355
and+or+nand+nor: 581 / 581 / 0.121
AOI/OAI and AO/OA: 458 / 458 / 0.140
other: 1 / 38 / 0.000163
adders and majority gates: 4 / 4 / 0.00218
buffers and inverters: 237 / 392 / 0.0456
DFF: 443 / 443 / 0.545
xor gates and xnor gates: 215 / 215 / 0.110
layout make-up:
class / instances / area (sq um)
fill: 5016 / 29200
sequential: 443 / 12500
multi-input combinational: 1355 / 9600
timing repair buffer: 252 / 2410
clock buffer: 64 / 1390
tap: 756 / 946
clock inverter: 26 / 335
inverter: 50 / 188
No activity file was given, so power comes from the tool's default toggle rates.
