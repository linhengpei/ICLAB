## flow/run.sh

```bash
#!/bin/bash
# OpenROAD 26Q1-2900-gdf79404cd8, Yosys 0.63+post, stock flow scripts
make -C /OpenROAD-flow-scripts/flow DESIGN_CONFIG=/design/flow/config.mk WORK_HOME=/design/flow/orfs finish
```

## flow/config.mk

```make
export PLATFORM = sky130hd
export DESIGN_NAME = CLK_1_MODULE
export DESIGN_NICKNAME = CLK_1_MODULE
export VERILOG_FILES = /design/flow/design.v
export SDC_FILE = /design/flow/constraint.sdc
export NUM_CORES = 4
export LEC_CHECK = 1
export CORE_UTILIZATION = 30
```

## flow/constraint.sdc

```tcl
current_design CLK_1_MODULE

set clk_period 3.7
set clk_io_pct 0.2

create_clock -name clk0 -period $clk_period [get_ports {clk}]

set non_clock_inputs [all_inputs -no_clocks]
set_input_delay [expr $clk_period * $clk_io_pct] -clock clk0 $non_clock_inputs
set_output_delay [expr $clk_period * $clk_io_pct] -clock clk0 [all_outputs]
```

## flow/design.v

```verilog
module CLK_1_MODULE (
           clk,
           rst_n,
           in_valid,
           seed_in,
           out_idle,
           out_valid,
           seed_out,
           clk1_handshake_flag1,
           clk1_handshake_flag2,
           clk1_handshake_flag3,
           clk1_handshake_flag4
       );
input clk;
input rst_n;
input in_valid;
input [31:0] seed_in;
input out_idle;  
output reg out_valid;
output reg [31:0] seed_out;  
output reg clk1_handshake_flag1;
output reg clk1_handshake_flag2;
input      clk1_handshake_flag3;
input      clk1_handshake_flag4;
reg  [2:0] state;
reg [31:0] seed_temp;
always@(posedge clk or negedge rst_n) begin
    if(!rst_n) begin
        state <= 0;
        out_valid <= 0 ;
        seed_out <= 0;
    end
    else begin
        case(state)
            0: begin
                if(in_valid) begin
                    seed_temp <= seed_in;
                    state <= 1;
                end
            end
            1: begin
                if(out_idle == 0) begin
                    out_valid <= 1;          
                    seed_out <= seed_temp;
                end
                else begin
                    out_valid <= 0;    
                    seed_out <= 0;
                    state <= 0;
                end
            end
        endcase
    end
end
endmodule
    module CLK_2_MODULE (
        clk,
        rst_n,
        in_valid,
        fifo_full,
        seed,
        out_valid,
        rand_num,
        busy,
        handshake_clk2_flag1,
        handshake_clk2_flag2,
        handshake_clk2_flag3,
        handshake_clk2_flag4,
        clk2_fifo_flag1,
        clk2_fifo_flag2,
        clk2_fifo_flag3,
        clk2_fifo_flag4
    );
input clk;
input rst_n;
input in_valid;
input fifo_full;
input [31:0] seed;
output reg  out_valid;
output reg [31:0] rand_num;
output reg busy;
input handshake_clk2_flag1;
input handshake_clk2_flag2;
output reg handshake_clk2_flag3;
output reg handshake_clk2_flag4;
output clk2_fifo_flag1;
output clk2_fifo_flag2;
input clk2_fifo_flag3;  
input clk2_fifo_flag4;
reg [2:0] state;
reg [8:0] clk2_cnt;
reg [31:0]last_data;
reg [31:0]last_data2;
reg [31:0]seed_temp;
reg [31:0]next_data;
always@(*) begin
    next_data = seed_temp;
    next_data = next_data ^ (next_data << 13);
    next_data = next_data ^ (next_data >> 17);
    next_data = next_data ^ (next_data <<  5);
end
reg even_full;
always@(posedge clk or negedge rst_n) begin
    if(!rst_n) begin
        state <= 0;
        clk2_cnt <= 0 ;
        out_valid <= 0 ;
        rand_num  <= 0;
        busy <= 0;
        seed_temp <= 0;
        last_data <= 0;
        last_data2 <= 0;
        even_full <= 0;
    end
    else begin
        case(state)
            0: begin
                even_full <= 0;
                clk2_cnt <= 0;
                if(in_valid == 1) begin  
                    seed_temp <= seed ;
                    busy <= 1 ;
                    state <= 1;
                end
            end
            1: begin
                busy <= 0 ;
                state <= 2;
            end
            2: begin  
                if(clk2_fifo_flag3 == 0) begin
                    out_valid <= 1;
                    rand_num <= next_data;
                    seed_temp <= next_data;
                    last_data <= rand_num;
                    last_data2 <= last_data ;
                    clk2_cnt <= clk2_cnt + 1 ;
                    if(clk2_cnt == 256) begin 
                        if( even_full == 0) begin
                            state <= 6;
                            out_valid <= 0 ;
                        end
                        else begin
                            state <= 4;
                            rand_num <=  seed_temp ;
                        end
                    end
                end
                else begin  
                    seed_temp <= last_data2;
                    even_full <= 1;
                    out_valid <= 0;
                    rand_num <=  last_data2;
                    state <= 3;
                end
            end
            3: begin
                if(clk2_fifo_flag3 == 0) begin
                    state <= 2;
                    clk2_cnt <= clk2_cnt - 2 ;
                end
            end
            4: begin
                state <= 5;
            end
            5: begin
                if(clk2_fifo_flag3 == 0)
                    state <= 6;
            end
            6: begin
                if(clk2_fifo_flag3 == 0) begin
                    state <= 0;
                    out_valid <= 0 ;
                end
                clk2_cnt <= 0 ;
                rand_num  <= 0;
                busy <= 0;
                seed_temp <= 0;
            end
        endcase
    end
end
endmodule
    module CLK_3_MODULE (
        clk,
        rst_n,
        fifo_empty,
        fifo_rdata,
        fifo_rinc,
        out_valid,
        rand_num,
        fifo_clk3_flag1,
        fifo_clk3_flag2,
        fifo_clk3_flag3,
        fifo_clk3_flag4
    );
input clk;
input rst_n;
input fifo_empty;
input [31:0] fifo_rdata;
output reg fifo_rinc;
output reg out_valid;
output reg [31:0] rand_num;
output fifo_clk3_flag1;
output fifo_clk3_flag2;
input fifo_clk3_flag3;
input fifo_clk3_flag4;
reg [2:0] state;
reg [8:0] out_cnt;
always@(posedge clk or negedge rst_n) begin
    if(!rst_n) begin
        out_cnt <= 0;
        state <= 0;
        fifo_rinc <= 0 ;
        out_valid <= 0 ;
        rand_num  <= 0 ;
    end
    else begin
        case(state)
            0: begin
                if(fifo_clk3_flag3 == 0) begin
                    fifo_rinc <= 1;
                    state <= 1;
                end
            end
            1: begin
                state <= 2;
            end  
            2: begin
                out_cnt <=  out_cnt + 1;
                fifo_rinc <= 1;
                out_valid <= 1;
                rand_num <= fifo_rdata;
                if(out_cnt == 256) begin
                    state <= 3;
                    out_valid <= 0;
                    rand_num <= 0;
                end
            end
            3: begin
                state <= 0;
                out_cnt <= 0;
                fifo_rinc <= 0 ;
                out_valid <= 0 ;
                rand_num  <= 0 ;
            end
        endcase
    end
end
endmodule
```

==> results.txt <==
yosys + openroad results -> outcome finished clean, FMAX between 400 and 500 MHz, WP buf/inv 1, Pwr Density 631.2 mW/mm^2, leak pwr about 1.3 nW, register bit total from synthesis about 67, Worst-Skew Late Latency about 0.33 ns, Synth Seq Share 74.15%, mux frac, synth 0%, Inserted Clock Buffers 9, yosys cell count 178, pre-CTS WS 1.299 ns, worst r2r src state[0], area fraction in xor and xnor cells 0%, Root Driver clkbuf_8, clk sinks 67, Cell Type Count 20, Slew HR 45.90%, routed length per placed instance 12.35 microns, global-route total usage across every layer 11.04%, final hold vios 0, Gate Count Post-Synth about 180, Post-CTS Setup Inserts 0, number of diodes 0, worst hold-check path type register to register, IO Port Bufs 68, remaining antenna violation count 0, layout cells sized above 1 between 8 and 9%, Compound Share, Synth a little under 8%, post-placement cell count 340, final setup margin 1.657 ns, Area Overhead vs Synth 37.30%, vias in the first global route 1,403, Mapped Area 0.002479 sq mm, # IOs ~73, final setup vio count 0, CTS clk-pin slew, worst paths around 0.060 ns, Top Family by Delay on Critical Path simple AND/OR/NAND/NOR gates, largest net degree at the start of global routing 36, GPL Wtd Cong between 0.6 and 0.7, Slew Limit Fails 0, DIE WIDTH 92.90 microns, tool warnings 27, unrepaired setup endpoints after global routing no, yosys warns 3, clock skew 0.005569 ns, placed wire-length estimate ~2800 microns, clk buf depth 2, max-cap violation count 0, Final Core Density 43.37%, yosys simple share 9.591%, H-tree depth 3, Synth Area per Inst 13.92 sq um, Worst path max stage delay 0.74 ns, Avg Vias per Cell between 4 and 5, first-pass GRT wire length 7017 microns, CTS tree built, Final Cycle Share 55.22%, CP max stage cell and3_2, CP Cell Sequence clkdlybuf4s50_1, and3_2, Peak VDD IR around 0.25 mV, Tmin final 2.043 ns, fin cells about 360, Req. time, crit path ~3.7 ns, Post-route DRC 0, Die H 92.90 microns, Worst setup SP type input port, initial antenna violation count 0, Arrival @ worst endpoint 2.00 ns, crit path from in_valid, Congestion Overflow GR 0, CTS Hold Bufs 0, Worst Max-Slew Pin Slew 0.8115 ns, initial core utilization 31.58%, critical path type input port to register, YS chip area between 0.002 and 0.0025 sq mm, WHS approximately 0.47 ns, DRT iter0 DRCs 57, DRT Pass-1 Iters 4, final setup TNS 0 ns, adder-cell share of the synthesized area 0%, total die size 0.008629 sq mm, Dominant combinational family simple AND/OR/NAND/NOR gates, critical path peak fanout 32, Core Area roughly 0.0078 sq mm, num rows 32, HP Start seed_temp[30], DRT Wirelength roughly 4400 microns, cts repair resizes 0, via count 1,506, Crit. End Element register
path summary, 6_finish.rpt:
path,cells after the start,to,slack (ns)
worst max-delay path,2,seed_temp[3],1.66
min in group asynchronous,2,seed_out[2],0.49
worst min-delay path,1,seed_out[30],0.47
worst max register to register,1,seed_temp[3],2.06
worst min register to register,1,seed_out[30],0.47
max in group asynchronous,2,state[0],2.86
report_power, final:
part / switching, mW / internal [mW] / leakage [nW]
combinational: 0.128 / 0.388 / 0.475
clock: 0.249 / 0.296 / 0.0941
sequential: 0.112 / 0.975 / 0.740
final cells by class:
| type | instances | area [sq um] |
|---|---|---|
| clock buffers | 14 | 172.7 |
| clock inverters | 2 | 8.758 |
| fillers | 735 | 4444 |
| inverters | 31 | 118.9 |
| multi-input cells | 69 | 437.9 |
| flip-flops and latches | 67 | 1839 |
| well taps | 102 | 127.6 |
| repair buffers | 71 | 698.2 |
synthesized netlist by cell type (all sizes together):
cell	instances	area share, %
inv	31	4.8
a21o	2	0.61
o21ai	30	6.1
clkbuf	5	0.91
buf	7	2.7
and2b	1	0.40
nand2	1	0.15
dfstp	1	1.1
nand3b	29	8.8
and3	1	0.25
edfxtp	32	39
a22o	3	1.1
conb	1	0.15
dfrtp	34	34
layer usage:
layer / track usage, % / vias up / wire (microns)
met4: 2.308 / 0 / 88
met5: 0 / - / 0
met3: 3.342 / 10 / 280
met2: 15.56 / 52 / 1963
li1: - / 742 / -
met1: 17.93 / 702 / 2063
layout by cell type, fill, tap and decap left out:
cell type	instances
a21o_1	2
a22o_1	3
and2b_4	1
and3_2	1
buf_2	1
buf_4	3
clkbuf_1	2
clkbuf_8	12
clkdlybuf4s50_1	67
clkinv_1	1
clkinv_2	1
conb_1	2
dfrtp_1	33
dfrtp_2	1
dfstp_2	1
edfxtp_1	32
inv_1	30
inv_4	1
nand2_1	1
nand3b_1	29
o21ai_0	29
o21ai_1	1
metrics by stage:
step	power, mW	cell area (sq um)
floorplan	1.207	2482
global placement	1.623	3222
detailed placement	1.630	3222
CTS	2.185	3403
global route	2.296	3403
finish	2.148	3403
logic make-up (layout without fill, tap and decap cells):
group / count (synthesis) / count (layout)
buffers and inverters: 43 / 118
other: 1 / 2
AND/OR/NAND/NOR: 32 / 32
flip-flops: 67 / 67
AND-OR/OR-AND: 35 / 35
sequential cells by signal (all words and copies together), names as in the netlist:
signal and count:
seed_out 32, seed_temp 32, state 2, out_valid 1
No activity file was given, so power comes from the tool's default toggle rates.
