`flow/constraint.sdc`:
```
current_design CC

set clk_period 11.3
set clk_io_pct 0.2

create_clock -name clk0 -period $clk_period [get_ports {clk}]

set non_clock_inputs [all_inputs -no_clocks]
set_input_delay [expr $clk_period * $clk_io_pct] -clock clk0 $non_clock_inputs
set_output_delay [expr $clk_period * $clk_io_pct] -clock clk0 [all_outputs]
```
`flow/config.mk`:
```
export PLATFORM = sky130hd
export DESIGN_NAME = CC
export DESIGN_NICKNAME = CC
export VERILOG_FILES = /design/flow/design.v
export SDC_FILE = /design/flow/constraint.sdc
export NUM_CORES = 4
export LEC_CHECK = 1
export CORE_UTILIZATION = 50
```
`flow/design.v`:
```
module CC( clk, rst_n, in_valid, mode, xi, yi, out_valid, xo, yo );
input    clk, rst_n, in_valid;
input  [1:0]   mode;
input  signed  [7:0]  xi, yi;
output reg          out_valid;
output reg signed [7:0]   xo, yo;
reg [1:0]Mode;
reg [2:0] c_state , n_state;
reg signed[7:0] x [3:0];
reg signed[7:0] y [3:0];
parameter   Load1     = 3'd0,
            Load2     = 3'd1,
            Load3     = 3'd2,
            Load4     = 3'd3,
            Caculate  = 3'd4,
            Out       = 3'd5;
parameter   Trape     = 2'd0,
            Circle    = 2'd1,
            Area      = 2'd2;
reg  signed [8:0] start;
reg signed[8:0] mul_a , mul_b ,mul_c , mul_d , mul_e , mul_f , mul_g , mul_h;
wire signed [16:0] ans1 , ans2 , ans3 , ans4;
assign   ans1 = mul_a * mul_b ;
assign   ans2 = mul_c * mul_d ;
assign   ans3 = mul_e * mul_f ;
assign   ans4 = mul_g * mul_h ;
wire line_L ;
wire line_R;
wire slope ;
assign slope = (x[0] >= x[2] )? 1:  0;
assign line_R = (ans1 <= ans2)? 1 : 0;  
assign line_L = (ans3 <= ans4)? 1 : 0;  
always @(posedge clk or negedge rst_n) begin  
    if(!rst_n)
        c_state <= Load1;
    else
        c_state <= n_state;
end
wire done ;
assign done = (xo == ( x[1] - 1 ) && yo == y[1]  && Mode == Trape) ||  Mode == Circle || Mode == Area;
always @(*) begin  
    n_state = c_state;
    case(c_state)
        Load1 :
            if(in_valid)
                n_state = Load2 ;
        Load2 :
            n_state = Load3 ;
        Load3 :
            n_state = Load4 ;
        Load4 :
            n_state = Caculate ;
        Caculate :
            n_state = Out ;
        Out   :
            if(done)
                n_state = Load1 ;
    endcase
end
reg [8:0] Pos1,Pos2,Pos3,Pos4;
reg [8:0] appr1,appr2;
reg [7:0] A;
reg [5:0] B;
always@(*) begin
    Pos1 = x[1]-x[0];
    Pos2 = y[0]-y[1];
    Pos3 = x[2]- xi ;
    Pos4 = y[2]- yi ;
    Pos1 = {9{Pos1[8]}} ^ Pos1 - Pos1[8];
    Pos2 = {9{Pos2[8]}} ^ Pos2 - Pos2[8];
    Pos3 = {9{Pos3[8]}} ^ Pos3 - Pos3[8];
    Pos4 = {9{Pos4[8]}} ^ Pos4 - Pos4[8];
    if( Pos1 > Pos2) begin
        A = Pos1;
        B = (Pos2 >> 2);
    end
    else begin
        A = Pos2;
        B = (Pos1 >> 2);
    end
    appr1 = A + B  + (B >> 1);
    if( Pos3 > Pos4) begin
        A = Pos3;
        B = (Pos4 >> 2);
    end
    else begin
        A = Pos4;
        B = (Pos3 >> 2);
    end
    appr2 = A +  B  + (B >> 1);
end
reg signed [16:0]temp;
wire signed [16:0]Total_area ;
wire signed [12:0]Circle_dis;
assign    Total_area = temp + ans1 -ans2 + ans3 - ans4;
assign Circle_dis = ({17{temp[16]}} ^ temp - temp[16] ) -  ans4 ;
always @(posedge clk ) begin  
    case(c_state)
        Load2: begin
            if(Mode == Circle) begin
                mul_a <= xi;
                mul_b <= -y[0];
                mul_c <= x[0];
                mul_d <= yi;
            end
            else begin
                temp <= 0;
            end
        end
        Load3: begin
            if(Mode == Circle) begin
                mul_e <= x[1] - x[0];
                mul_f <= yi;
                mul_g <= y[0] - y[1];
                mul_h <= xi;
            end
            else begin
                mul_a <= x[0] ;
                mul_b <= y[1] ;
                mul_c <= x[1] ;
                mul_d <= y[0] ;
                mul_e <= x[1] ;
                mul_f <= yi   ;
                mul_g <= xi   ;
                mul_h <= y[1] ;
            end
        end
        Load4: begin
            if(Mode == Circle) begin
                temp <= ans1 + ans2 + ans3 + ans4;
                mul_g <= appr1;
                mul_h <= appr2;
            end
            else begin
                temp <= Total_area ;
                mul_a <= x[2] ;
                mul_b <= yi   ;
                mul_c <= xi   ;
                mul_d <= y[2] ;
                mul_e <= xi   ;
                mul_f <= y[0] ;
                mul_g <= x[0] ;
                mul_h <= yi ;
            end
        end
        Caculate : begin
            if(Mode == Trape) begin    
                mul_a <= x[2] - x[3] + 1 ;
                mul_b <= y[1] - y[3]  ;
                mul_c <= x[1] - x[3]  ;
                mul_d <= y[2] - y[3]  ;
                if(slope)   
                    mul_e <= 1 ;
                else
                    mul_e <= 0 ;
                mul_f <= y[0] - y[2]  ;
                mul_g <= x[0] - x[2]  ;
                mul_h <= 1  ;
            end
        end
        Out : begin
            if(Mode == Trape) begin
                if(line_R ) begin
                    mul_a <= mul_a + 1 ;
                end
                else begin
                    if(slope)
                        mul_a <= start + 1 - x[3] ;
                    else
                        mul_a <= start + 2 - x[3] ;
                    mul_d <= mul_d + 1  ;
                end
                if(slope) begin
                    if (line_L )
                        mul_e <= mul_e + 1 ;
                end
                else begin
                    if(!line_L )
                        mul_e <= mul_e - 1 ;
                end
                if (!line_R )
                    mul_h <= mul_h + 1 ;
            end
        end
    endcase
end
always @(posedge clk or negedge rst_n) begin  
    if(!rst_n) begin
        out_valid <= 0;
        xo <= 0;
        yo <= 0;
    end
    else begin
        case(c_state)
            Load1 : begin
                out_valid <= 0;
                if(in_valid) begin
                    x[0] <= xi;
                    y[0] <= yi;
                    Mode <= mode;
                end
            end
            Load2: begin
                x[1] <= xi;
                y[1] <= yi;
            end
            Load3: begin
                x[2] <= xi;
                y[2] <= yi;
            end
            Load4: begin
                x[3] <= xi;
                y[3] <= yi;
            end
            Caculate: begin
                out_valid <= 1;
                case (Mode)
                    Trape : begin
                        xo <= x[2] ;
                        yo <= y[2] ;
                    end
                    Circle : begin
                        xo <= 0;
                        if (Circle_dis == 0 )
                            yo <= 2;
                        else if (Circle_dis > 0)
                            yo <= 0 ;
                        else
                            yo <= 1;
                    end
                    Area : begin
                        if(Total_area[16] == 0)
                            {xo,yo} <= (Total_area >> 1) ;
                        else
                            {xo,yo} <= (-Total_area >> 1)  ;
                    end
                endcase
            end
            Out: begin
                if(Mode == Trape)
                    out_valid <= 1;
                else
                    out_valid <= 0;
                if(line_R) begin
                    xo <=  xo + 1 ;
                end
                else begin
                    yo <= yo + 1;
                    if(slope)
                        xo <=  start;  
                    else
                        xo <=  start + 1;   
                end
            end
        endcase
    end
end
always@(posedge clk) begin
    case(c_state)
        Caculate: begin
            if(slope)
                start <=  x[2];
            else
                start <=  x[2] -1;
        end
        Out: begin
            if(yo == y[0] - 1 ) begin
                if(slope)
                    start <= x[0] ;
                else
                    start <= x[0] - 1;
            end
            else  begin
                if(slope && line_L)
                    start <=  start + 1;
                if (!slope && !line_L)
                    start <=  start - 1;
            end
        end
    endcase
end
endmodule  
```
`flow/run.sh`:
```
#!/bin/bash
# OpenROAD 26Q1-2900-gdf79404cd8, Yosys 0.63+post, stock flow scripts
make -C /OpenROAD-flow-scripts/flow DESIGN_CONFIG=/design/flow/config.mk WORK_HOME=/design/flow/orfs finish
```
==> run notes <==
run metrics: run status complete, no violations, fillers 5,840, Final period util a little under 90%, Row Count roughly 94, critical path's slowest cell edfxtp_1, Post-synth EDFFs ~160, H-tree Lvls 4, OpenROAD warning count approximately 40, Hold EP c_state[0], CP Max Fanout 14, post-synth design cell area approximately 33,000 um^2, Final Setup Violations 0, CP peak stage delay ~0.75 ns, crit start category flip-flop, GR Layer Usage met3 about a tenth, ys cells between 3,000 and 4,000, Max Buffers Root-to-Sink 2, top post-synthesis cells by area fa_1 22%, ha_1 15%, edfxtp_1 15%, inv_1 6.5%, xnor2_1 6.1%, minimum clock period between 9 and 10 ns, Clock Latency Late Sink just over 0.5 ns, aoi share roughly 14%, pins over their slew limit 0, Total Neg Setup Slack 0 ns, crit end category flip-flop, Crit Path Category reg -> reg, distinct lib cells around 94, global route overflow 0, routability cong. 1.01, R2R Path End yo[0], Vias per Instance around 5.8, fa+ha+maj area frac between 30% and 40%, Main logic family adder cells, maxcap violations 0, xor/xnor share roughly a tenth, min-delay src c_state[0], Core Util, Final a little over half, R2R Setup Slk about 1.4 ns, Worst-Margin Slew 0.959 ns, Core Area about 66,000 um^2, Yosys Chip Area approximately 33,000 um^2, vias in the first global route ~26,000, crit path DAT a little over 10 ns, RR Startpoint mul_d[2], Worst slew margin between 30% and 40%, die area approximately 68,000 um^2, post-DP HPWL roughly 84 mm, Worst EP required approximately 12 ns, CTS tree yes, post-cts hold buffer count 0, DRC Markers 0, worst reg2reg path depth 32, simple share between 10% and 20%, clk slew on worst S/H paths around 0.080 ns, Layout Skew approximately 0.019 ns, final WL ~100 mm, post-synthesis register bit count about 190, layout cell share with drive strength beyond 1 3.44%, Syn. warnings 3, mux share under 10%, Die Ht between 200 and 300 um, drt wl/cell approximately 23 um, Routed Antenna Nets 0, top_reg_cell synth edfxtp_1, DRT iter0 DRCs between 2,000 and 2,500, area growth from synthesis to layout 5.90%, Init Core Util just over 50%, Synth Instances between 3,000 and 4,000, met1 usage around half, Root Buffer clkbuf_16, port bufs 37, met2 GRT Util 49.9%, CTS sink count ~190, CTS Buf Count 17, post-CTS sizing 0, vias 26,300, final hold vios 0, crit-path most repeated cell fa_1, Avg Cell Area, Syn 9.04 um^2, gr busiest metal met2, first-pass GRT wire length between 150 and 200 mm, initial antenna violation count 3, Post-synth ARST share between 10% and 20%, DR pass1 iterations 24, hold path cells 2, RSZ-0062 raised after global routing no, GRT Total Usage about 33%, Post-CTS Setup Inserts 0, highest-count logic cell in the final layout inv_1, largest net degree at the start of global routing between 50 and 60, Die Wd ~260 um, Seq share, synth about 16%, most instantiated logic cells after routing 578 x inv_1, 393 x ha_1, 372 x fa_1, I/O pins 38, HP Class reg -> reg, dominant cell type by area after synthesis fa_1, Max-area cell share roughly 22%, achievable clock frequency roughly 100 MHz
-- flip-flops by register name, summed over array words and instances, names as in the netlist --
| register | cells |
|---|---|
| x | 32 |
| y | 32 |
| temp | 17 |
| mul_a | 9 |
| mul_b | 9 |
| mul_c | 9 |
| mul_d | 9 |
| mul_e | 9 |
| mul_f | 9 |
| mul_g | 9 |
| mul_h | 9 |
| start | 9 |
| xo | 8 |
| yo | 8 |
| c_state | 6 |
| Mode | 2 |
| out_valid | 1 |
-- critical path, delay by kind of cell (launching register included) --
kind | cells | cell delay (ns)
flip-flops | 1 | 0.75
buffers and inverters | 5 | 0.30
adder cells (fa/ha/maj) | 10 | 4.64
AND-OR/OR-AND | 7 | 1.52
multiplexers | 1 | 0.35
XOR/XNOR | 3 | 1.01
AND/OR/NAND/NOR | 6 | 1.26
-- metal layers --
metal / vias to the layer above / wire (um)
met1: 12800 / 43100
met5: - / 133
li1: 12300 / -
met4: 8 / 3910
met3: 155 / 9250
met2: 990 / 46200
-- worst max path at each step --
| stage | start | end | slack [ns] | cells after the start |
|---|---|---|---|---|
| finish | mul_d[2] | yo[0] | 1.37 | 32 |
| global route | mul_d[2] | yo[0] | 0.79 | 32 |
| CTS | mul_d[2] | yo[0] | 1.34 | 32 |
-- area by class of cell --
type                       instances  area [um^2]  area share (%)
multi-input combinational       2794        25200            71.3
sequential                       187         5500            15.6
inverter                         580         2180            6.15
tap                              864         1080            3.05
timing repair buffer              94          798            2.26
clock buffer                      18          429            1.21
clock inverter                    14          151           0.428
antenna                            2         5.00          0.0141
-- cells in the mapped netlist, types with 5 or more instances --
cell and instances:
a222oi_1 22, a31oi_1 30, nor4_1 13, o221ai_1 14, and3_1 21, a21o_1 91, a211o_1 6, nand3b_1 9
nand4_1 23, o21ai_0 157, clkbuf_1 115, a221o_1 9, and2_1 139, o21ai_1 6, xor2_1 106, inv_1 578
dfrtp_1 22, nand2_1 320, o22ai_1 8, xnor2_1 231, o31ai_1 6, a21boi_0 12, nor3b_1 10, or2_2 5
nor3_1 43, mux2i_1 47, edfxtp_1 164, o21bai_1 31, a21oi_1 174, o211ai_1 17, a221oi_1 9, a22oi_1 24
ha_1 394, or3_1 17, fa_1 372, nand3_1 45, a211oi_1 11, nand2b_1 45, buf_1 17, nor2b_1 57
o21a_1 26, nor2_1 162, mux2_2 6
-- kinds of logic after synthesis --
group,Yosys count
flops,187
compound gates,699
buf+inv,717
simple gates,929
xor+xnor,346
fa+ha+maj,766
mux,54
-- per-stage QoR --
step	cell area (um^2)	setup slack, ns	cells	hold WS, ns
6_report	35400	1.37	4553	0.495
5_1_grt	35400	0.794	4551	0.543
4_1_cts	35400	1.34	4551	0.494
3_5_place_dp	34800	0.996	4519	0.482
3_3_place_gp	34800	1.06	4519	0.469
2_1_floorplan	33400	2.25	3698	0.352
